## flow/config.mk

```make
export PLATFORM = sky130hd
export DESIGN_NAME = simple_ALU
export DESIGN_NICKNAME = simple_ALU
export VERILOG_FILES = /design/flow/design.v
export SDC_FILE = /design/flow/constraint.sdc
export NUM_CORES = 4
export LEC_CHECK = 1
export CORE_UTILIZATION = 50
```

## flow/constraint.sdc

```tcl
current_design simple_ALU

set clk_period 9.0
set clk_io_pct 0.2

create_clock -name clk0 -period $clk_period [get_ports {i_clk}]

set non_clock_inputs [all_inputs -no_clocks]
set_input_delay [expr $clk_period * $clk_io_pct] -clock clk0 $non_clock_inputs
set_output_delay [expr $clk_period * $clk_io_pct] -clock clk0 [all_outputs]
```

## flow/design.v

```verilog
`timescale 1ns / 1ns
module simple_ALU(input i_clk,
				  input i_rst,
				  input logic  [15:0] i_memData,
				  output logic  [15:0]  o_memData,
				  output logic [15:0] o_memAddr,
				  output logic o_memWrEnable);
  typedef enum bit [1:0] {FETCH, DECODE, EXECUTE, PCCOUNTER} state_t;
  state_t state, state_next;
  typedef enum bit [3:0] {ADD, ADDi, SUB, SUBi, SRA, SRAi, SRL, SRLi, SLL, SLLi, AND, ANDi, OR, ORi, XOR, XORi} state_opcode;
  state_opcode state_op, state_op_next;
  logic [5:0] r_programCounter, r_programCounter_next;
  logic [15:0] r_instruction, r_instruction_next;
  logic  [15:0] r_operand1, r_operand1_next;
  always@(posedge i_clk) begin
	r_programCounter	<=  r_programCounter_next;
	r_instruction 		<=  r_instruction_next;
	r_operand1 			<=  r_operand1_next;
    state 				<=  state_next;
    state_op 			<=  state_op_next;
  end
  always@(*) begin
    if(i_rst) begin
    	state_next 				= FETCH;
		state_op_next 			= ADD;
    	r_programCounter_next	= 0;
      	o_memAddr 				= 0;
  		r_instruction_next 		= 0;
		o_memData 				= 0;
		o_memWrEnable 			= 0;
		r_operand1_next 		= 0;
    end
  	else begin
		r_programCounter_next	= r_programCounter;
      	r_instruction_next 		= r_instruction;
		o_memWrEnable 			= 0;
		o_memData 				= 0;
		r_operand1_next 		= r_operand1_next;
      	state_next 				= state;
		state_op_next 			= state_op;
      case(state)
      	FETCH: begin
          r_instruction_next	= i_memData;
          o_memAddr 			= i_memData[11:6];
		  state_next 			= DECODE;
        end
        DECODE: begin
          case(r_instruction[15:12])
          	4'b0000: state_op_next = ADD	;
          	4'b1000: state_op_next = ADDi;
            4'b0001: state_op_next = SUB	;
            4'b1001: state_op_next = SUBi;
            4'b0010: state_op_next = SRA	;
            4'b1010: state_op_next = SRAi;
            4'b0011: state_op_next = SRL	;
            4'b1011: state_op_next = SRLi;
            4'b0100: state_op_next = SLL	;
            4'b1100: state_op_next = SLLi;
            4'b0101: state_op_next = AND	;
            4'b1101: state_op_next = ANDi;
            4'b0110: state_op_next = OR	;
            4'b1110: state_op_next = ORi	;
            4'b0111: state_op_next = XOR	;
            4'b1111: state_op_next = XORi;
            default: state_op_next = ADD;
          endcase
			r_operand1_next = i_memData;
			o_memAddr = r_instruction[5:0];
			state_next = EXECUTE;
        end
        EXECUTE: begin
			o_memAddr = r_instruction[11:6];
			o_memWrEnable = 1;
			case(state_op)
				ADD	: 	o_memData = r_operand1 + i_memData;
				ADDi:	o_memData = r_operand1 + r_instruction[5:0];
				SUB	:	o_memData = r_operand1 - i_memData;
				SUBi:	o_memData = r_operand1 - r_instruction[5:0];
				SRA	:	o_memData = $signed(r_operand1) >>> i_memData;
				SRAi:	o_memData = $signed(r_operand1) >>> r_instruction[5:0];
				SRL	:	o_memData = r_operand1 >> i_memData;
				SRLi:	o_memData = r_operand1 >> r_instruction[5:0];
				SLL	:	o_memData = r_operand1 << i_memData;
				SLLi:	o_memData = r_operand1 << r_instruction[5:0];
				AND	:	o_memData = r_operand1 & i_memData;
				ANDi:	o_memData = r_operand1 & r_instruction[5:0];
				OR	:	o_memData = r_operand1 | i_memData;
				ORi	:	o_memData = r_operand1 | r_instruction[5:0];
				XOR	:	o_memData = r_operand1 ^ i_memData;
				XORi:	o_memData = r_operand1 ^ r_instruction[5:0];
			endcase
			state_next = PCCOUNTER;
        end
        PCCOUNTER: begin
			r_programCounter_next	= r_programCounter + 1;
			o_memAddr 				= r_programCounter + 1;
			state_next 				= FETCH;
        end
		default : state_next = FETCH;
   	   endcase
    end
  end
endmodule
```

## flow/run.sh

```bash
#!/bin/bash
# OpenROAD 26Q1-2900-gdf79404cd8, Yosys 0.63+post, stock flow scripts
make -C /OpenROAD-flow-scripts/flow DESIGN_CONFIG=/design/flow/config.mk WORK_HOME=/design/flow/orfs finish
```

==> flow report <==
============================================================================================
Combined buffer and inverter count along the critical path ....................            3
CP endpoint kind ..............................................................   output pin
Setup repair after global routing missed its margin ...........................           no
Number of global-route vias before repair .....................................         7865
Latency at later pin ..........................................................      0.29 ns
Status ........................................................................ complete, no violations
Areal power density over the cells ............................................ 88.2 mW/mm^2
DRC violations left ...........................................................            0
# placed instances ............................................................         1181
Maximum Capacitance Violations ................................................            0
Count of pins over their slew limit ...........................................            0
Setup WS pre-CTS ..............................................................     0.689 ns
Synth logic family ............................................................ AND-OR/OR-AND gates
Type of the most critical hold path ........................................... flop to flop
Iteration tally of the first detailed-router pass .............................            5
Distinct lib cells used .......................................................           85
Count of buffers inserted at the top-level ports ..............................           41
Total number of vias ..........................................................         8293
Warning count from the yosys run ..............................................            1
Final non-filler cell total ...................................................         1189
Crit path DRT .................................................................      7.20 ns
Synth Instances ...............................................................         1004
Cts-stage hold buffer count ...................................................            0
Inserted Diodes ...............................................................            0
OpenROAD warning count ........................................................           47
All-layer global routing usage ................................................        0.405
Drt first-iter violations .....................................................         1076
Slew Limit Headroom ...........................................................        0.248
Number of vias per cell after detailed routing ................................         6.97
Proportion of layout cells with a drive suffix above 1 ........................        0.112
Die height ....................................................................  126 microns
Mean instance size in the synthesized netlist .................................   7.66 sq um
Dominant register cell in the synthesized netlist .............................      dfxtp_1
Cells resized by post-CTS repair ..............................................            0
Cell Area, Synth .............................................................. 0.00769 sq mm
Final Hold Fails ..............................................................            0
CP Class ...................................................................... primary input to output pin
Total of flip-flops plus latches after synthesis ..............................           62
Kind of cell with the highest combined delay on the critical path ............. AND-OR/OR-AND gates
Slowest cell on crit path .....................................................      o41ai_1
Floorplan die area ............................................................ 0.0159 sq mm
Global-route wire length before repair ........................................ 47100 microns
Basic-gate share of the synthesized area counting and, or, nand and nor cells .        0.198
Count of cells along the worst hold path ......................................            2
Chip Width ....................................................................  126 microns
Antenna violations before repair ..............................................            0
Largest buffer count on any clock path ........................................            2
Critical path depth ...........................................................           16
Multiplexer share of the synthesized area .....................................        0.176
Ordered cell list for the critical path ....................................... clkdlybuf4s50_1 > inv_1 > ha_1 > or3b_2 > or3_1 > o21ai_0 > a221oi_1 > ha_1 > a21o_1 > nor3_1 > a211oi_1 > o41ai_1 > a2111oi_0 > or3_1 > a31oi_1 > clkdlybuf4s50_1
Largest fanout on the critical path ...........................................            5
Area of the core .............................................................. 0.0148 sq mm
Maximum clock rate ............................................................      118 MHz
Clock skew ....................................................................   0.00600 ns
Total detailed-routing wirelength ............................................. 30800 microns
Number of setup buffers added after CTS .......................................            0
Io pins .......................................................................           51
Area share of xor/xnor cells in the synthesized design ........................       0.0262
H-Tree Level Count ............................................................            2
Final RePlAce weighted congestion .............................................         1.11
Number of endpoints failing setup at the final stage ..........................            0
Area growth from synthesis to final layout ....................................        9.06%
FA/HA/MAJ Cells, Area Fraction ................................................        0.105
CTS tree ......................................................................         done
Signal arrival time at the worst endpoint .....................................      6.67 ns
Share of synthesized registers carrying an async set or reset .................            0
Chip area estimate from yosys synthesis ....................................... 0.00769 sq mm
Category of the worst setup path launch point ................................. primary input
Register pins left without a clock ............................................           16
Slew of the pin with the lowest slew margin ...................................      1.12 ns
Worst-case setup margin in the final layout ...................................     0.533 ns
Leakage .......................................................................      3.25 nW
Total CTS buffers .............................................................            5
Number of unconstrained endpoints .............................................           32
Starting density of the core ..................................................        0.521
Std-Cell Rows .................................................................           44
Count of flip-flops with a built-in enable after synthesis ....................            0
Yosys Instances ...............................................................         1004
FF-to-FF path depth ...........................................................            5
AO/OA Area Share ..............................................................        0.263
Largest net degree at the start of global routing .............................           55
Root Buffer ...................................................................    clkbuf_16
Clock-pin slew of the registers on the worst-case setup and hold paths ........      0.07 ns
Overall overflow remaining after global route .................................            0
Average detailed-routed wire length per instance .............................. 25.9 microns
Final cycle utilization of the critical path ..................................        0.941
IR Drop Worst-Case VDD ........................................................    0.0859 mV
Final HPWL from detailed placement ............................................ 22500 microns
Shortest clock period the worst path allows after layout ......................      8.47 ns
Largest stage delay on the critical path ......................................      0.53 ns
Sum Neg Setup Slack ...........................................................         0 ns
Number of antenna-violating nets in the routed design .........................            0
============================================================================================
==> layout make-up <==
class,count,area [sq um]
tap,184,230
sequential,62,1160
fill,1309,6360
inverter,54,203
timing repair buffer,79,691
multi-input combinational,802,5950
clock buffer,5,125
clock inverter,3,26.3
==> worst paths after layout <==
kind                     startpoint                  end  slack [ns]
setup / recovery       i_memData[1]        o_memData[15]        0.53
hold / removal    r_instruction[12]    r_instruction[12]        0.46
setup reg to reg           state[1]  r_programCounter[5]        7.29
hold reg to reg   r_instruction[12]    r_instruction[12]        0.46
==> cell usage in the layout (no fill, tap or decap), drive strengths merged, types with 5 or more instances in the layout <==
cell type / count
nand2: 109
nor2: 82
a21oi: 81
ha: 63
mux2i: 59
inv: 57
dfxtp: 46
clkdlybuf4s50: 40
buf: 39
o21ai: 36
nor3: 32
mux4: 29
a211oi: 25
nand3: 21
a31oi: 20
nand2b: 20
a22oi: 16
xnor2: 16
dlxtn: 16
a221oi: 14
nor2b: 11
conb: 9
mux2: 8
and2: 8
xor2: 7
o31ai: 7
o22ai: 7
a32oi: 7
or3: 6
nor4: 6
nand4: 5
o221ai: 5
a41oi: 5
o21a: 5
a211o: 5
a221o: 5
clkbuf: 5
==> report_power, final <==
group	internal [W]	switching [W]
Combinational	0.000125	0.000182
Clock	0.000106	0.0000908
Sequential	0.000218	0.0000176
==> layer usage <==
metal | routed length (microns) | up-vias | GRT usage
li1 | - | 3709 | -
met1 | 12200 | 3883 | 0.561
met2 | 12700 | 572 | 0.566
met3 | 3950 | 129 | 0.132
met4 | 1920 | 0 | 0.220
met5 | 0 | - | 0
==> worst min-delay path, cell delays in order, from the launching register on <==
cell,delay (ns)
dfxtp_1,0.31
nand2_1,0.05
a21oi_1,0.05
==> flip-flops by register name (all words and copies together) (netlist names) <==
signal and flops:
r_programCounter 6, r_operand1 16, state 4, r_operand1_next 16, r_instruction 16, state_op 4
==> stage by stage <==
stage	instance area, sq um	hold WS [ns]	total power, W	util
after floorplan	7720	0.436	0.000433	-
after global placement	8240	0.443	0.000533	0.558
after detailed placement	8240	0.450	0.000536	0.558
after CTS	8390	0.460	0.000734	0.569
after global routing	8390	0.489	0.000774	0.569
final	8390	0.461	0.000740	0.569
==> cells in the mapped netlist, drive strengths merged, types with 6 or more instances <==
| master | number | share of area |
|---|---|---|
| a211oi | 25 | 0.024 |
| a21oi | 81 | 0.053 |
| a221oi | 14 | 0.018 |
| a22oi | 16 | 0.016 |
| a31oi | 20 | 0.016 |
| a32oi | 7 | 0.0080 |
| and2 | 8 | 0.0065 |
| buf | 28 | 0.023 |
| clkbuf | 66 | 0.032 |
| dfxtp | 46 | 0.12 |
| dlxtn | 16 | 0.031 |
| ha | 63 | 0.10 |
| inv | 54 | 0.026 |
| mux2 | 8 | 0.012 |
| mux2i | 59 | 0.079 |
| mux4 | 29 | 0.085 |
| nand2 | 109 | 0.053 |
| nand2b | 20 | 0.016 |
| nand3 | 21 | 0.014 |
| nor2 | 82 | 0.040 |
| nor2b | 11 | 0.0089 |
| nor3 | 32 | 0.021 |
| nor4 | 6 | 0.0049 |
| o21ai | 36 | 0.023 |
| o22ai | 7 | 0.0057 |
| o31ai | 7 | 0.0068 |
| or3 | 6 | 0.0049 |
| xnor2 | 16 | 0.018 |
| xor2 | 7 | 0.0080 |
==> cell families (layout without fill, tap and decap cells) <==
| group | after synthesis | in the layout |
|---|---|---|
| and+or+nand+nor | 321 | 321 |
| DFF | 46 | 46 |
| buffers and inverters | 148 | 141 |
| muxes | 96 | 96 |
| xor gates and xnor gates | 23 | 23 |
| latches | 16 | 16 |
| AOI/OAI and AO/OA | 289 | 289 |
| other | 1 | 9 |
| adders and majority gates | 64 | 64 |
No activity file was given, so power comes from the tool's default toggle rates.
